**/design/flow/run.sh**
```bash
#!/bin/bash
# OpenROAD 26Q1-2900-gdf79404cd8, Yosys 0.63+post, stock flow scripts
make -C /OpenROAD-flow-scripts/flow DESIGN_CONFIG=/design/flow/config.mk WORK_HOME=/design/flow/orfs finish
```
**/design/flow/config.mk**
```make
export PLATFORM = sky130hd
export DESIGN_NAME = edfic_top
export DESIGN_NICKNAME = edfic_top
export VERILOG_FILES = /design/flow/design.v
export SDC_FILE = /design/flow/constraint.sdc
export NUM_CORES = 4
export LEC_CHECK = 1
export CORE_UTILIZATION = 40
export SYNTH_HDL_FRONTEND = slang
```
**/design/flow/constraint.sdc**
```tcl
current_design edfic_top

set clk_period 22.0
set clk_io_pct 0.2

create_clock -name clk0 -period $clk_period [get_ports {clk_i}]

set non_clock_inputs [all_inputs -no_clocks]
set_input_delay [expr $clk_period * $clk_io_pct] -clock clk0 $non_clock_inputs
set_output_delay [expr $clk_period * $clk_io_pct] -clock clk0 [all_outputs]
```
**/design/flow/design.v**
```verilog
module edfic_arbiter #(
  parameter  int unsigned NrInputs  = 32,
  parameter  int unsigned PrioWidth = 8,
  localparam int unsigned IdxWidth  = $clog2(NrInputs)
)(
  input  logic [NrInputs-1:0]                valid_i,
  output logic                               valid_o,
  input  logic [NrInputs-1:0][PrioWidth-1:0] prio_i,
  output logic               [PrioWidth-1:0] prio_o,
  output logic                [IdxWidth-1:0] idx_o
);
localparam int unsigned NrNodes = NrInputs-1;
typedef struct packed {
  logic [PrioWidth-1:0] prio;
  logic  [IdxWidth-1:0] idx;
  logic                 valid;
} node_t;
typedef enum logic {SEL_A, SEL_B} sel_e;
node_t [NrNodes-1:0] nodes;
assign valid_o = nodes[NrNodes-1].valid;
assign idx_o   = nodes[NrNodes-1].idx;
assign prio_o  = nodes[NrNodes-1].prio;
for (genvar i=0; i<IdxWidth; i++) begin : g_levels
 if (i == IdxWidth-1) begin : g_input
    for (genvar k=0; k<NrInputs/2; k++) begin : g_result
      localparam int unsigned IdxA = 2*k;
      localparam int unsigned IdxB = 2*k+1;
      sel_e sel;
      assign sel = arbitrate( valid_i[IdxA], valid_i[IdxB],
                    prio_i[IdxA], prio_i[IdxB]);
      assign nodes[k].prio  = (sel == SEL_A) ? prio_i[IdxA]    : prio_i[IdxB];
      assign nodes[k].valid = (sel == SEL_A) ? valid_i[IdxA]   : valid_i[IdxB];
      assign nodes[k].idx   = (sel == SEL_A) ? IdxWidth'(IdxA) : IdxWidth'(IdxB);
    end : g_result
  end : g_input
  else begin : g_sort_nodes
    localparam int unsigned LayerBaseIdx  = NrInputs-(2**(i+2));
    localparam int unsigned OutputBaseIdx = NrInputs-(2**(i+1));
    localparam int unsigned LayerSizeOut  = 2**i;
    for (genvar k=0; k<LayerSizeOut; k++) begin : g_result
      localparam int unsigned IdxA = LayerBaseIdx  + 2*k;
      localparam int unsigned IdxB = LayerBaseIdx  + 2*k+1;
      localparam int unsigned IdxO = OutputBaseIdx + k;
      sel_e sel;
      assign sel = arbitrate( nodes[IdxA].valid, nodes[IdxB].valid,
                    nodes[IdxA].prio, nodes[IdxB].prio);
      assign nodes[IdxO] = (sel == SEL_A) ? nodes[IdxA] : nodes[IdxB];
    end : g_result
  end : g_sort_nodes
end : g_levels
function sel_e arbitrate(
  logic valid_a, 
  logic valid_b, 
  logic [PrioWidth-1:0] prio_a, 
  logic [PrioWidth-1:0] prio_b 
);
  sel_e sel;
  sel = SEL_A;
  if(valid_b) begin
    if (~valid_a) sel = SEL_B;
    else if ($signed(prio_a) > $signed(prio_b)) sel = SEL_B;
  end
  return sel;
endfunction
endmodule : edfic_arbiter
module edfic_gateway #(
  parameter int unsigned NrInputs = 32
)(
  input  logic                clk_i,
  input  logic                rst_ni,
  input  logic [NrInputs-1:0] trig_type_i,
  input  logic [NrInputs-1:0] trig_polarity_i,
  input  logic [NrInputs-1:0] irqs_i,
  input  logic [NrInputs-1:0] ip_i,
  output logic [NrInputs-1:0] irqs_o
);
logic [NrInputs-1:0] irqs_d, irqs_q;
assign irqs_d = irqs_i;
always @(posedge clk_i) begin
  if (~rst_ni) begin
    irqs_q <= '0;
  end else begin
    irqs_q <= irqs_d;
  end
end
for (genvar i=0; i<NrInputs; i++) begin : g_lines
  always_comb begin : output_assign
    irqs_o[i] = 1'b0;
    unique case ({trig_polarity_i[i], trig_type_i[i]})
      2'b00: begin  
        irqs_o[i] = irqs_i[i] & ~irqs_q[i];
      end
      2'b01: begin  
        irqs_o[i] = irqs_i[i] & irqs_q[i] & ~ip_i[i];
      end
      2'b10: begin  
        irqs_o[i] = ~irqs_i[i] & irqs_q[i];
      end
      2'b11: begin  
        irqs_o[i] = ~irqs_i[i] & ~irqs_q[i] & ~ip_i[i];
      end
      default:;
    endcase
  end : output_assign
end : g_lines
endmodule : edfic_gateway
module edfic_top #(
    parameter  int unsigned NrIrqs     = 4,
    parameter  int unsigned TsWidth    = 24,
    parameter  int unsigned TsClip     = 0,
    parameter  int unsigned BaseAddr   = 0,
    localparam int unsigned OutTsWidth = TsWidth + TsClip,
    localparam int unsigned IdWidth    = $clog2(NrIrqs)
) (
    input logic clk_i,
    input logic rst_ni,
    input  logic        cfg_req_i,
    input  logic        cfg_we_i,
    input  logic [31:0] cfg_addr_i,
    input  logic [31:0] cfg_wdata_i,
    output logic [31:0] cfg_rdata_o,
    input  logic [63:0] mtime_i,
    input  logic [NrIrqs-1:0] irq_i,
    output logic [IdWidth-1:0] irq_id_o,
    input  logic [IdWidth-1:0] irq_id_i,
    output logic [OutTsWidth-1:0] irq_dl_o,
    output logic irq_valid_o,
    input  logic irq_ack_i
);
typedef struct packed {
  logic ip;
  logic ie;
  logic trig_type;
  logic trig_pol;
  logic [TsWidth-2:0] dl;  
  logic [TsWidth-1:0] ts;
} line_t;
line_t [NrIrqs-1:0] lines_d, lines_q;
logic [IdWidth-1:0] local_addr;
assign local_addr = cfg_addr_i[(IdWidth+2)-1:2];
logic [TsWidth-1:0] irq_dl_arb;
logic read_event, write_event;
assign read_event  = cfg_req_i & ~cfg_we_i;
assign write_event = cfg_req_i &  cfg_we_i;
logic [NrIrqs-1:0]              trig_type;
logic [NrIrqs-1:0]              trig_polarity;
logic [NrIrqs-1:0]              valid;
logic [NrIrqs-1:0]              ip;
logic [NrIrqs-1:0]              gated;
logic [NrIrqs-1:0][TsWidth-1:0] ts;
for (genvar i=0;i<NrIrqs;i++) begin
  assign ip[i]            = lines_q[i].ip;
  assign valid[i]         = lines_q[i].ie & lines_q[i].ip;
  assign ts[i]            = lines_q[i].ts - mtime_i[(TsWidth-1)+TsClip:TsClip];  
  assign trig_type[i]     = lines_q[i].trig_type;
  assign trig_polarity[i] = lines_q[i].trig_pol;
end
always_ff @(posedge clk_i or negedge rst_ni) begin
  if (~rst_ni) begin
    lines_q <= '0;
  end else begin
    lines_q <= lines_d;
  end
end
always_comb begin : main_comb
  lines_d = lines_q;
  cfg_rdata_o = 32'h0;
  if (write_event) begin
    lines_d[local_addr].dl = cfg_wdata_i[(TsWidth+8-1)-1:8];
    lines_d[local_addr].trig_pol  = cfg_wdata_i[3];
    lines_d[local_addr].trig_type = cfg_wdata_i[2];
    lines_d[local_addr].ip = cfg_wdata_i[1];
    lines_d[local_addr].ie = cfg_wdata_i[0];
    if (cfg_wdata_i[1]) begin
      lines_d[local_addr].ts = {1'b0, lines_q[local_addr].dl} + mtime_i[(TsWidth-1)+TsClip:TsClip];
    end
  end
  else if (read_event) begin
    cfg_rdata_o = 32'({
      1'b0,
      lines_q[local_addr].dl,
      4'b0,
      lines_q[local_addr].trig_pol,
      lines_q[local_addr].trig_type,
      lines_q[local_addr].ip,
      lines_q[local_addr].ie
      });
  end
  if (|gated) begin
    for(int i=0; i<NrIrqs; i++) begin
      if(gated[i]) begin
        lines_d[i].ip = 1'b1;
        lines_d[i].ts = {1'b0, lines_q[i].dl} + mtime_i[(TsWidth-1)+TsClip:TsClip];
      end
    end
  end
  if (irq_ack_i) begin
    lines_d[irq_id_i].ip = 1'b0;
  end
end : main_comb
edfic_arbiter #(
  .NrInputs (NrIrqs),
  .PrioWidth(TsWidth)
) i_arb (
  .valid_i (valid),
  .valid_o (irq_valid_o),
  .prio_i  (ts),
  .prio_o  (irq_dl_arb),
  .idx_o   (irq_id_o)
);
edfic_gateway #(
  .NrInputs (NrIrqs)
) i_gw (
  .clk_i,
  .rst_ni,
  .trig_polarity_i (trig_polarity),
  .trig_type_i     (trig_type),
  .ip_i            (ip),
  .irqs_i          (irq_i),
  .irqs_o          (gated)
);
if (TsClip == 0) begin
  assign irq_dl_o = irq_dl_arb;
end else begin
  assign irq_dl_o = {irq_dl_arb, (TsClip'(0))};
end
endmodule : edfic_top
```
==> impl_metrics.prom <==
# HELP chip_impl_metric Physical implementation figures
# TYPE chip_impl_metric gauge
chip_impl_metric{name="detail_route.antenna_diodes",unit=""} 0
chip_impl_metric{name="timing.critical_path.required",unit="ns"} 17.60
chip_impl_metric{name="max-cap-violations",unit=""} 0
chip_impl_metric{name="syn2layout_area_growth",unit="%"} 12.95
chip_impl_metric{name="design.portCount",unit=""} 198
chip_impl_metric{name="worstSkewPairLatency",unit="ns"} 0.56
chip_impl_info{name="hold_path_class",value="flop to flop"} 1
chip_impl_metric{name="internal-power",unit="mW"} 2.069
chip_impl_metric{name="placementRows",unit=""} 84
chip_impl_metric{name="synth_top_area_share",unit="%"} 23.62
chip_impl_metric{name="vdd_drop_max",unit="mV"} 0.09155
chip_impl_metric{name="routabilityCongestion",unit=""} 0.9759
chip_impl_metric{name="synth-area-yosys",unit="mm^2"} 0.02161
chip_impl_metric{name="enable_flop_cells",unit=""} 0
chip_impl_metric{name="die-width",unit="um"} 234.4
chip_impl_info{name="worstSetupPathType",value="input pin to output port"} 1
chip_impl_metric{name="htree_num_levels",unit=""} 1
chip_impl_metric{name="initialDrtViolationCount",unit=""} 1234
chip_impl_metric{name="maximum_number_of_pins_on_one_net_before_global_route_repair",unit=""} 67
chip_impl_metric{name="power_switching_share",unit="%"} 47.78
chip_impl_metric{name="dp_worst_setup_slack",unit="ns"} 3.818
chip_impl_info{name="run_status",value="finished clean"} 1
chip_impl_metric{name="number_of_global_route_vias_before_repair",unit=""} 18090
chip_impl_metric{name="synth_cell_types",unit=""} 92
chip_impl_metric{name="netSwitchingPower",unit="mW"} 1.893
chip_impl_metric{name="drt-vias-per-instance",unit=""} 5.761
chip_impl_info{name="synth_area_leader_cell",value="sky130_fd_sc_hd__dfrtp_1"} 1
chip_impl_metric{name="detailed_place_hpwl",unit="um"} 53280
chip_impl_metric{name="timing.fmax",unit="MHz"} 55.49
chip_impl_info{name="crit_family",value="AND-OR/OR-AND gates"} 1
chip_impl_metric{name="final-max-slew-violation-count",unit=""} 0
chip_impl_metric{name="critPathMaxStageDelay",unit="ns"} 0.75
chip_impl_metric{name="fin_hold_ws",unit="ns"} 0.5023
chip_impl_metric{name="global_route.overflow_total",unit=""} 0
chip_impl_metric{name="clock_edge_transition_at_the_registers_on_the_reported_setup_and_hold_paths",unit="ns"} 0.06
chip_impl_metric{name="detail_route.drc_violations",unit=""} 0
chip_impl_info{name="start_kind",value="input pin"} 1
chip_impl_metric{name="leakage_power_summed_over_all_cells",unit="nW"} 11.03
chip_impl_metric{name="drt_pass1_iterations",unit=""} 7
chip_impl_metric{name="flop_pwr_share",unit="%"} 16.7
chip_impl_metric{name="synth_cells",unit=""} 2535
chip_impl_metric{name="critPathBufInv",unit=""} 5
chip_impl_info{name="cts_root_buf",value="sky130_fd_sc_hd__clkbuf_16"} 1
chip_impl_metric{name="synth.cell_area",unit="mm^2"} 0.02161
chip_impl_metric{name="layout-drive-gt1-share",unit="%"} 9.215
chip_impl_info{name="cts_tree",value="built"} 1
chip_impl_metric{name="min_delay_path_depth",unit=""} 2
chip_impl_metric{name="initial_core_util",unit="%"} 40.80
chip_impl_metric{name="cts_resized",unit=""} 0
chip_impl_metric{name="core_area",unit="mm^2"} 0.05297
chip_impl_metric{name="drtAntennaViolNets",unit=""} 0
chip_impl_metric{name="avgSynthCellArea",unit="um^2"} 8.525
chip_impl_metric{name="rrSetupSlack",unit="ns"} 17.54
chip_impl_metric{name="numPortBuffers",unit=""} 117
chip_impl_metric{name="post_drt_wl_per_cell",unit="um"} 19.80
chip_impl_metric{name="relative_slew_slack",unit="%"} 32.26
chip_impl_info{name="synthFlopType",value="sky130_fd_sc_hd__dfrtp_1"} 1
chip_impl_metric{name="cts_buffers",unit=""} 25
chip_impl_metric{name="fin_tns_setup",unit="ns"} 0
chip_impl_metric{name="yosys_cells",unit=""} 2535
chip_impl_info{name="worstReg2RegEnd",value="lines_q[125]"} 1
chip_impl_info{name="setup.worst_path.end_class",value="output port"} 1
chip_impl_metric{name="finalSetupViolations",unit=""} 0
chip_impl_metric{name="logic_pwr_share",unit="%"} 72.8
chip_impl_metric{name="antenna_violations_before_repair",unit=""} 0
chip_impl_metric{name="synth-warning-count",unit=""} 0
chip_impl_metric{name="die_span_in_y",unit="um"} 234.4
chip_impl_metric{name="period_needed",unit="ns"} 18.02
chip_impl_metric{name="worstRegToRegCells",unit=""} 14
chip_impl_metric{name="detail_route.wirelength",unit="um"} 66040
chip_impl_metric{name="crit_arrival",unit="ns"} 13.62
chip_impl_metric{name="pwr_density_cell",unit="mW/mm^2"} 162.3
chip_impl_metric{name="grt_first_pass_wirelength",unit="um"} 101500
chip_impl_metric{name="clock-skew-final",unit="ns"} 0.02343
chip_impl_metric{name="synth_flop_count",unit=""} 208
chip_impl_metric{name="finalHoldViolCount",unit=""} 0
chip_impl_info{name="path_common_cell",value="sky130_fd_sc_hd__o21ai_0"} 1
chip_impl_metric{name="cts_hold_buffers",unit=""} 0
chip_impl_metric{name="clock-sinks",unit=""} 208
chip_impl_metric{name="postSynth.asyncResetShare",unit="%"} 98.08
chip_impl_metric{name="vias",unit=""} 19220
chip_impl_metric{name="seq_area_frac_synth",unit="%"} 23.99
chip_impl_metric{name="dieArea",unit="mm^2"} 0.05496
chip_impl_metric{name="crit_path_max_fanout",unit=""} 26
chip_impl_metric{name="finalClockPeriodUsage",unit="%"} 81.92
chip_impl_metric{name="max_slew.worst_pin.slew",unit="ns"} 0.9905
chip_impl_info{name="cell_area_leaders",value="sky130_fd_sc_hd__dfrtp_1 24%, sky130_fd_sc_hd__ha_1 16%, sky130_fd_sc_hd__nand2_1 5.0%"} 1
chip_impl_metric{name="grt.total_usage",unit="%"} 24.89
chip_impl_metric{name="timing.final.ws_setup",unit="ns"} 3.977
chip_impl_info{name="rsz_0062_raised_after_global_routing",value="no"} 1
chip_impl_info{name="cpMaxStageDelayCell",value="sky130_fd_sc_hd__clkdlybuf4s50_1"} 1
chip_impl_metric{name="clock_power_share",unit="%"} 10.5
chip_impl_metric{name="number_of_buffers_inserted_to_repair_setup_after_cts",unit=""} 0
chip_impl_metric{name="openroad.warnings",unit=""} 100
chip_impl_metric{name="max-clock-path-buffers",unit=""} 3
==> worst register-to-register path, stage by stage (launching register included) <==
cell and delay [ns]:
sky130_fd_sc_hd__dfrtp_1 0.41, sky130_fd_sc_hd__mux4_2 0.53, sky130_fd_sc_hd__ha_1 0.29, sky130_fd_sc_hd__a21o_1 0.18
sky130_fd_sc_hd__a21oi_1 0.21, sky130_fd_sc_hd__nand2b_1 0.20, sky130_fd_sc_hd__a211oi_1 0.14, sky130_fd_sc_hd__or4_1 0.51
sky130_fd_sc_hd__a31oi_1 0.35, sky130_fd_sc_hd__o21ai_1 0.15, sky130_fd_sc_hd__a221o_1 0.36, sky130_fd_sc_hd__a31oi_1 0.26
sky130_fd_sc_hd__o21ai_1 0.25, sky130_fd_sc_hd__nor4b_1 0.22, sky130_fd_sc_hd__nor4_1 0.29
==> power by group through the flow <==
stage | Clock [mW] | Sequential (mW) | Combinational, mW
finish | 0.416 | 0.661 | 2.89
global route | 0.438 | 0.677 | 3.24
CTS | 0.425 | 0.656 | 2.89
==> logic make-up (layout without fill, tap and decap cells) <==
family	count (synthesis)	after routing	synth area share, %
and+or+nand+nor	786	786	16.88
AOI/OAI and AO/OA	666	666	19.74
adders and majority gates	284	284	16.76
buffers and inverters	221	330	4.122
DFF	208	208	23.99
muxes	197	197	11.52
xor gates and xnor gates	172	172	6.971
other	1	5	0.01735
==> how the worst max path moves through the flow <==
stage / start / endpoint / slack, ns / depth (start not counted)
global route: mtime_i[0] / irq_dl_o[6] / 3.33 / 36
CTS: mtime_i[0] / irq_dl_o[6] / 3.83 / 36
finish: mtime_i[0] / irq_dl_o[4] / 3.98 / 36
==> per-layer routing <==
layer / global-route usage [%] / vias up / wire [um]
li1: - / 9367 / -
met1: 39.37 / 9199 / 32550
met2: 35.64 / 584 / 27020
met3: 5.613 / 67 / 5091
met4: 4.214 / 2 / 1340
met5: 0.6250 / - / 41
==> cells in the mapped netlist (59+ instances only) <==
cell type / instances
sky130_fd_sc_hd__ha_1: 275
sky130_fd_sc_hd__xnor2_1: 104
sky130_fd_sc_hd__xor2_1: 68
sky130_fd_sc_hd__inv_1: 142
sky130_fd_sc_hd__clkbuf_1: 59
sky130_fd_sc_hd__a21oi_1: 199
sky130_fd_sc_hd__nand2_1: 290
sky130_fd_sc_hd__dfrtp_1: 204
sky130_fd_sc_hd__a21o_1: 59
sky130_fd_sc_hd__mux2i_1: 66
sky130_fd_sc_hd__o21ai_0: 145
sky130_fd_sc_hd__mux2_2: 82
sky130_fd_sc_hd__nor2_1: 191
==> metrics by stage <==
stage	cell area, um^2	total power [mW]	utilization (%)	std cells
after detailed placement	23580	3.543	44.51	3290
after CTS	24410	3.974	46.08	3336
after global routing	24410	4.355	46.08	3336
final	24410	3.962	46.08	3336
after floorplan	21630	2.678	-	2539
after global placement	23580	3.499	44.51	3290
==> cell usage in the layout, fill, tap and decap left out, drive strengths merged, types with 41 or more instances in the layout <==
master / n
a31oi: 43
nor2: 193
nand3: 44
a21oi: 199
and2: 41
inv: 144
mux2: 87
a21o: 59
mux2i: 83
clkdlybuf4s50: 114
xnor2: 104
o21ai: 161
nor3: 45
dfrtp: 204
nand2: 292
ha: 275
xor2: 68
==> area by class of cell <==
type	instances	area [um^2]
multi-input cells	2110	15650
clock inverters	13	115.1
flip-flops and latches	208	5185
well taps	688	860.8
clock buffers	33	715.7
inverters	142	533.0
repair buffers	142	1353
fillers	5033	28560
Power figures rest on the tool's default switching activity, not on a simulated workload.
